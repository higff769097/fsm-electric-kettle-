`design/flow/config.mk`:
```
export PLATFORM = sky130hd
export DESIGN_NAME = ElectricKettle
export DESIGN_NICKNAME = ElectricKettle
export VERILOG_FILES = /design/flow/design.v
export SDC_FILE = /design/flow/constraint.sdc
export NUM_CORES = 4
export LEC_CHECK = 1
export CORE_AREA = 10 10 70 70
export DIE_AREA = 0 0 80 80
```
`design/flow/constraint.sdc`:
```
current_design ElectricKettle

set clk_period 1.4
set clk_io_pct 0.2

create_clock -name clk0 -period $clk_period [get_ports {clk}]

set non_clock_inputs [all_inputs -no_clocks]
set_input_delay [expr $clk_period * $clk_io_pct] -clock clk0 $non_clock_inputs
set_output_delay [expr $clk_period * $clk_io_pct] -clock clk0 [all_outputs]
```
`design/flow/design.v`:
```
module ElectricKettle(
    input wire clk,  
    input wire rst,  
    input wire start_button,  
    input wire [7:0] temperature_sensor,  
    input wire water_level_sensor,  
    output wire heater,  
    output wire indicator,  
    output wire shutdown  
);
reg [3:0] state;
parameter IDLE = 4'b0000;
parameter HEATING = 4'b0001;
parameter READY = 4'b0010;
parameter OVERHEAT = 4'b0011;
parameter LOW_WATER = 4'b0100;
parameter ma_temperature = 8'd110;  
always @(posedge clk or posedge rst) begin
    if (rst) begin
        state <= IDLE;
    end else begin
        case(state)
            IDLE: begin
                if (!start_button && water_level_sensor==1 && temperature_sensor<=ma_temperature) begin
                    state <= READY;
                end
else state <= IDLE;
            end
            READY: begin
                if (start_button) begin
                    state <= HEATING;
                end
else state <= IDLE;
            end
            HEATING: begin
                if (temperature_sensor >= ma_temperature) begin
                    state <= OVERHEAT;
                end else if (water_level_sensor==0) begin
                    state <= LOW_WATER;
                end
                else if (temperature_sensor >= ma_temperature && water_level_sensor==0)begin
                state <= IDLE;
                end
            end
            OVERHEAT: begin
            state<=IDLE;
            end
            LOW_WATER: begin
            state <= IDLE;
            end
        endcase
    end
end
assign heater = (state == HEATING) ? 1'b1 : 1'b0;
assign indicator = (state == READY) ? 1'b1 : 1'b0;
assign shutdown = (state == OVERHEAT || state == LOW_WATER) ? 1'b1 : 1'b0;
endmodule
```
`design/flow/run.sh`:
```
#!/bin/bash
# OpenROAD 26Q1-2900-gdf79404cd8, Yosys 0.63+post, stock flow scripts
make -C /OpenROAD-flow-scripts/flow DESIGN_CONFIG=/design/flow/config.mk WORK_HOME=/design/flow/orfs finish
```
==> Changelog: implementation <==
### Metrics

* Vias in the first global route at 308
* Biggest registers after layout: state: 5 flops
* Pin count of the biggest net entering global routing at 6
* Max stage delay cell, worst path: dfrtp_1
* Largest stage delay, worst path at 0.35 ns
* Outcome: finished clean
* WL final at 789 um
* Number of flip-flops in the largest register at 5
* GR Overflow Total at 0
* Period minus WS final at 1.29 ns
* Placed inst area at 439 um^2
* Yosys Chip Area at 234 um^2
* Cell Chain, Critical Path: or2_4, clkdlybuf4s15_1
* Clock root buffer: clkbuf_4
* Worst path arrival time at 1.01 ns
* Total net switching power at 0.0927 mW
* Clk buf depth at 2
* Switch share at 0.223
* Sum Neg Setup Slack at 0 ns
* DRC errors left at 0
* Port bufs at 14
* # Cells Yosys at 25
* GP Congestion at 0.709
* Startpoint Class: flop
* Worst reg-to-reg path cell count at 4
* Power Internal at 0.322 mW
* WHS at 0.267 ns
* Cell Type Count at 15
* Dpl cells at 86
* Final worst slack at 0.108 ns
* Crit path kind: flop to output pin
* Fin area at 493 um^2
* Layout cell share with drive strength beyond 1 at 0.191
* Max Cap Violations at 0
* Core ar. at 3420 um^2
* Final hold violations at 0
* Site Rows at 21
* Drt wl/cell at 8.48 um
* Synth area leader: dfrtp_1
* Post-synth seq share at 0.540
* Top cells, area: dfrtp_1, dfstp_2, nand2_1
* Die Area at 6400 um^2
* Final period util at 0.923
* CP Max Fanout at 2
* Initial antenna violation count at 0
* Max Clk Rate at 774 MHz
* Buf+Inv Stages, Crit Path at 1
* Pre-CTS WS at -0.0536 ns
* Instance tally after logic synthesis at 25
* Late-Pin Clk Latency at 0.24 ns
* # IOs at 15
* Comb power frac at 0.183
* Lkg Pwr at 0.247 nW
* Clk network pwr share at 0.399
* Delay-heaviest family, CP: flip-flops
* Yosys warns at 1
* N_diodes at 0
* Log Warnings at 25
* Endpoint class of the critical path: output pin
* Reg-to-reg critical path endpoint: state[0]
* Register bit total from synthesis at 5
* CTS tree: done
* Register share of total power at 0.418
* Starting density of the core at 0.0685
* Clk_skew at 0.000402 ns
* Final setup fails at 0
* Fill cells at 399
* Tightest Hold Check Type: input port to asynchronous set/reset pin
* Mapped cell area at 234 um^2
* Slew Limit Fails at 0
* Area Growth Syn to Fin at 111%
* Post-detailed-route count of antenna-violating nets at 0
* DRT iter0 DRCs at 9
* Syn Area/Cell at 9.36 um^2
* Top-area cell type share of the netlist area at 0.428
* Num CTS Buffers at 3
* Cell depth of the worst setup path at 2
* Top cells excl fill/tap: clkdlybuf4s50_1, nand2_1, buf_4, dfrtp_1
* Final Power at 0.415 mW
* Die Wd at 80 um
* Global-route wire length before repair at 1290 um
* Most frequent logic cell in the layout: clkdlybuf4s50_1
* Vias post-DR at 268
* R2R setup slack at 0.19 ns
* Drt first pass iters at 4
* Pwr/cell area at 842 nW/um^2
* H-tree depth reported by CTS at 1
* RSZ-0062 raised after global routing: false
* Clock transition at the registers of the reported paths at 0.04 ns
* Worst-Margin Slew at 0.345 ns
* Via/cell ratio at 2.88
* Worst Path Required at 1.12 ns
* Die height at 80 um
* GRT Util Overall at 0.0269
* Final cell count without fillers at 93
* VDD IR max at 0.462 mV
* CTS sink count at 5
* Crit Reg-Reg Startpoint: state[1]
* Max-Slew Margin vs Limit at 0.767
* Biggest register: state
* Final Util at 0.144
kinds of logic (layout without fill, tap and decap cells):
family / after synthesis / after routing / synth area share
buf+inv: 3 / 25 / 0.0481
compound gates: 6 / 6 / 0.171
flops: 5 / 5 / 0.540
simple gates: 11 / 11 / 0.241
layer usage:
metal,wire length [um],vias up,GRT usage
li1,-,131,-
met1,420,114,0.0322
met2,184,23,0.0289
met3,185,0,0.0352
met4,0,0,0.00176
met5,0,-,0
cell usage after synthesis:
cell and n:
a211o_1 1, dfstp_2 1, or2_4 1, a211oi_1 1, dfrtp_1 4, nor3_1 1
nand3_1 2, inv_1 3, nor2_1 1, and2_1 1, nor3b_1 1, a31oi_1 1
o21ai_0 2, nand2_1 4, a21o_1 1
repair_timing:
action,in CTS,in global routing
resized,1,3
endpoints found under the setup margin,3,3
pin swaps,0,1
hold buffers,0,0
hold endpoints to repair,0,0
setup buffers,2,1
worst reg2reg max path: stages, from the launching register on:
cell,delay (ns)
dfrtp_1,0.35
or2_4,0.24
buf_4,0.13
a21o_1,0.15
a211o_1,0.26
worst max-delay path by stage:
stage / startpoint / slack, ns / end
after CTS: state[4] / 0.02 / shutdown
after global routing: state[1] / 0.03 / shutdown
final: state[1] / 0.11 / shutdown
power by group through the flow:
stage	registers (mW)	logic, mW	clock network (mW)
final	0.174	0.0757	0.166
after global routing	0.175	0.0845	0.192
after CTS	0.174	0.0760	0.173
area by class of cell:
cell class	count	area, um^2	share of cell area
clock buffers	4	26.3	0.0533
inverters	3	11.3	0.0228
repair buffers	18	175	0.355
well taps	46	57.6	0.117
multi-input cells	17	96.3	0.195
flip-flops and latches	5	126	0.256
Power and IR drop assume default switching activity.
